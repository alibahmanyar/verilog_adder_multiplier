--- design.v ---
`timescale 1ns / 1ps
module normal_multiplier
        #(parameter N=16)(
        input clk,
        input [N-1:0] a,
        input [N-1:0] b,
        output reg [2*N-1:0] out,
        output reg finished
    );
    reg [N-1:0] one = {N{1'b1}};
    reg [N-1:0] zero = {N{1'b0}};
    reg [2*N:0] res = {2*N{1'b0}};
    integer bn = 0;  
    reg cb;  
    always @(posedge clk) begin
        if (bn < N) begin
            finished = 0;
            cb = b[bn];
            if (bn == 0) begin
                case (cb)
                    0: res[2*N-1:N] = (a & zero);
                    1: res[2*N-1:N] = (a & one);
                endcase
            end else begin
                case (cb)
                    0: res[2*N:N] = res[2*N-1:N] + (a & zero);
                    1: res[2*N:N] = res[2*N-1:N] + (a & one);
                endcase
            end
            res = res >> 1;
            bn = bn + 1;
        end else begin
            finished = 1;
        end
        out = res;
    end
endmodule
--- run.sh ---
#!/bin/bash
# OpenROAD 26Q1-2900-gdf79404cd8, Yosys 0.63+post, stock flow scripts
make -C /OpenROAD-flow-scripts/flow DESIGN_CONFIG=/design/flow/config.mk WORK_HOME=/design/flow/orfs finish
--- config.mk ---
export PLATFORM = sky130hd
export DESIGN_NAME = normal_multiplier
export DESIGN_NICKNAME = normal_multiplier
export VERILOG_FILES = /design/flow/design.v
export SDC_FILE = /design/flow/constraint.sdc
export NUM_CORES = 4
export LEC_CHECK = 1
export CORE_UTILIZATION = 50
--- constraint.sdc ---
current_design normal_multiplier

set clk_period 5.8
set clk_io_pct 0.2

create_clock -name clk0 -period $clk_period [get_ports {clk}]

set non_clock_inputs [all_inputs -no_clocks]
set_input_delay [expr $clk_period * $clk_io_pct] -clock clk0 $non_clock_inputs
set_output_delay [expr $clk_period * $clk_io_pct] -clock clk0 [all_outputs]
==> reports/metrics.yaml <==
die:
  num_rows: 34
  die_x_um: 96.3
  dieArea_um2: 9260
  core_um2: 8680
  pin_count: 66
  die_y_um: 96.3
  fp_util: 0.512
finish:
  final_cells: 609
  syn2layout_area_growth_pct: 21.2
  final_cell_mix: "nand2_1 (77), dfxtp_1 (65), clkdlybuf4s50_1 (65), nor2_1 (33), edfxtp_1 (32)"
  layout-drive-gt1-share: 0.0679
  design_area_um2: 5380
  logic_area_um2: 2080
  regArea_um2: 2260
  final.fill_count: 734
  lay_top_count: "nand2_1"
detailed_routing:
  drt_iter0_drc: 156
  vias: 3248
  viasPerCell: 5.33
  ant_nets: 0
  drc_errors: 0
  wl_per_cell_um: 13.7
  diodes: 0
  firstDrtPassIters: 4
  wirelength_mm: 8.36
clock_network:
  clockBufferDepth: 2
  clk_latency_ps: 350
  root_buffer: "clkbuf_8"
  postCtsResizedCells: 0
  cts_setup_buffers: 0
  path_clk_slew_ps: 100
  htreeDepth: 3
  cts_hold_buf: 0
  numClockSinks: 97
  cts_tree: "yes"
  cts_buffers: 9
critical_path:
  rr_endpoint: "out[28]"
  cp_top_family: "simple AND/OR/NAND/NOR gates"
  cp_cell_sequence: "clkdlybuf4s50_1 > mux4_1 > mux2i_1 > or4_4 > nand2_1 > nor2_1 > a221oi_1 > a21oi_1"
  timing.rr.start: "bn[2]"
  path_buffers: 1
  end_kind: "flip-flop"
  crit_path_top_delay_cell: "nor2_1"
  criticalPathCategory: "primary input to flip-flop"
  worst_path_largest_cell_delay_ps: 880
  cp.required_ps: 6080
  rrSetupSlack_ps: 2510
  crit_fanout: 20
  startpoint_type: "primary input"
  rr_worst_depth: 7
  cp.arrival_ps: 4040
power_and_ir_drop:
  combPwrFrac: 0.060
  seqPwrFrac: 0.571
  p_clk_frac: 0.369
  p_sw_uw: 266
  p_leak_nw: 2.09
  internal_power_uw: 958
  p_sw_frac: 0.217
  ir_drop_uv: 126
  power-per-cell-area_nw_per_um2: 227
synth:
  ys_cells: 432
  ys_ff: 97
  ys_async_sr_fraction: 0
  ys_warn_count: 1
  synthDistinctLibCells: 51
  seq_area_frac_synth: 0.509
  ys_area_um2: 4440
  syn_area_um2: 4440
  edf_count: 32
  synthFlopType: "dfxtp_1"
  postSynthAreaPerCell_um2: 10.3
  syn_inst: 432
hold_path:
  hold_path.startpoint: "res[11]"
  hold_class: "flip-flop to flip-flop"
  whs_path_depth: 2
  hold-path-endpoint: "out[11]"
placement:
  place_inst: 593
  dpl.hpwl_mm: 5.72
  portBuffers: 65
  place.gp.congestion: 0.837
  post_dp_cell_area_um2: 5170
job:
  cap_violations: 0
  openroad.warnings: 27
final_timing:
  final-setup-viol-count: 0
  clock_skew_ps: 13.8
  finalCritPeriodShare: 0.650
  maxSlewHeadroom: 0.399
  setup_tns_ps: 0
  maxSlewViolCount: 0
  clock.fmax_mhz: 265
  rsz0062_at_grt: "no"
  tightestPinTransition_ps: 899
  final_hold_viol_count: 0
  period_needed_ps: 3770
grt:
  grt_antenna_before_repair: 0
  grt_use_total: 0.198
  grt_pass1_wl_mm: 13.6
  grt_pass1_vias: 2944
  grt_max_degree: 72
  overflow: 0
status:
  outcome: "finished clean"
-- synth_stat cells, types with 3 or more instances --
| cell type | n | share of area |
|---|---|---|
| o211ai_1 | 3 | 0.0051 |
| or2_2 | 3 | 0.0042 |
| mux2i_1 | 9 | 0.020 |
| a21o_1 | 3 | 0.0051 |
| nor3_1 | 6 | 0.0068 |
| nand3_1 | 18 | 0.020 |
| mux2_2 | 3 | 0.0076 |
| buf_2 | 3 | 0.0034 |
| xor2_1 | 12 | 0.024 |
| nor4_1 | 8 | 0.011 |
| a31oi_1 | 4 | 0.0056 |
| nand4_1 | 5 | 0.0070 |
| o21bai_1 | 3 | 0.0051 |
| xnor2_1 | 30 | 0.059 |
| nor2_1 | 33 | 0.028 |
| a21oi_1 | 14 | 0.016 |
| a221oi_1 | 11 | 0.022 |
| edfxtp_1 | 32 | 0.22 |
| buf_4 | 3 | 0.0051 |
| o21ai_0 | 14 | 0.016 |
| dfxtp_1 | 65 | 0.29 |
| inv_1 | 6 | 0.0051 |
| ha_1 | 18 | 0.051 |
| and3_1 | 9 | 0.013 |
| nand2_1 | 77 | 0.065 |
| clkbuf_1 | 6 | 0.0051 |
-- worst max-delay path by stage --
stage / cells past startpoint / from / slack, ps / to
5_1_grt: 8 / b[3] / 1880 / res[15]
4_1_cts: 8 / b[10] / 2100 / out[28]
6_report: 8 / b[3] / 2030 / out[28]
-- cell type report --
| cell class | instances | share of cell area |
|---|---|---|
| clock buffer | 11 | 0.0302 |
| multi-input combinational | 314 | 0.386 |
| sequential | 97 | 0.420 |
| inverter | 6 | 0.00419 |
| timing repair buffer | 68 | 0.125 |
| clock inverter | 5 | 0.00907 |
| tap | 108 | 0.0251 |
-- per-layer routing --
metal,GRT usage,share of wire,up-vias
met5,0,0,-
li1,-,-,1675
met3,0.0562,0.071,9
met4,0.0286,0.013,0
met1,0.337,0.51,1476
met2,0.268,0.40,88
-- registers in the layout (all words and copies together) (netlist names) --
signal / count
bn: 32
out: 32
finished: 1
res: 32
-- power by group through the flow --
stage	registers (mW)	logic [mW]	clock network, mW
after global routing	0.699	0.0804	0.491
final	0.699	0.0732	0.452
after CTS	0.699	0.0734	0.466
-- per-stage QoR --
step           setup slack (ps)  hold WS [ps]   util  power (mW)
5_1_grt                    1880           463  0.620        1.27
3_3_place_gp               1720           417  0.596       0.787
6_report                   2030           443  0.620        1.22
2_1_floorplan              2670           406      -       0.756
4_1_cts                    2100           446  0.620        1.24
3_5_place_dp               1710           429  0.596       0.788
-- worst reg2reg max path, cell delays in order (launching register included) --
cell and delay (ps):
edfxtp_1 640, mux2_2 390, or3_1 320, nand4_2 130
nand2_1 450, nor2_1 890, a221oi_1 210, a21oi_1 190
-- cells by family after synthesis --
group	count (synthesis)	share of synthesized area
simple gates	173	0.183
flops	97	0.509
compound gates	66	0.103
xor+xnor	42	0.0828
buf+inv	21	0.0268
fa+ha+maj	19	0.0552
mux	14	0.0397
Power and IR drop assume default switching activity.
